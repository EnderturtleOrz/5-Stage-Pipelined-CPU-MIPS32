$ cat design.v
module alu(
    input[31:0] instruction, 
    input[31:0] regA, 
    input[31:0] regB, 
    output[31:0] result, 
    output[2:0] flags
);
reg[5:0] opcode, fun;
reg[4:0] sa;
reg[31:0] rd, rs, rt;
reg[31:0] im;
reg[2:0] flags;
always @(*) begin
    flags = 3'b0;
    opcode = instruction[31:26];
    if (instruction[25:21] == 5'b00000) begin
        rs = regA;
        rt = regB;
    end
    else begin
        rs = regB;
        rt = regA;
    end
    if (opcode == 6'b0) begin
        fun = instruction[5:0];
        sa = instruction[10:6];
        case(fun)
            6'h00: begin  
                rd = rt << sa;
            end
            6'h02: begin  
                rd = rt >> sa;
            end
            6'h03: begin  
                rd = $signed(rt) >>> sa;
            end
            6'h04: begin  
                rd = rt << rs;
            end
            6'h06: begin  
                rd = rt >> rs;
            end
            6'h07: begin  
                rd = $signed(rt) >>> rs;
            end
            6'h20: begin  
                rd = rs + rt;
                flags[0] = (~rs[31] & ~rt[31] & rd[31]) | (rs[31] & rt[31] & ~rd[31]);
            end
            6'h21: begin  
                rd = rs + rt;
            end
            6'h22: begin  
                rd = rs - rt; 
                flags[0] = (~rs[31] & rt[31] & rd[31]) | (rs[31] & ~rt[31] & ~rd[31]);               
            end
            6'h23: begin  
                rd = rs - rt; 
            end
            6'h24: begin  
                rd = rs & rt;
            end
            6'h25: begin  
                rd = rs | rt;
            end
            6'h26: begin  
                rd = rs ^ rt;
            end
            6'h27: begin  
                rd = ~(rs | rt);
            end
            6'h2a: begin  
                rd = rs - rt;
                flags[1] = rd[31];
            end
            6'h2b: begin  
                rd = rs - rt;
                flags[1] = (rs < rt);
            end
        endcase
    end
    else begin
        im = {{16{instruction[15]}},instruction[15:0]};
        case(opcode)
            6'h04: begin  
                rd = rs - rt;
                flags[2] = (rs == rt);
            end
            6'h05: begin  
                rd = rs - rt;
                flags[2] = (rs != rt);
            end
            6'h08: begin  
                rd = rs + im;
                flags[0] = (~rs[31] & ~im[31] & rd[31]) | (rs[31] & im[31] & ~rd[31]);
            end
            6'h09: begin  
                rd = rs + im;
            end
            6'h0a: begin  
                rd = rs - im;
                flags[1] = rd[31];
            end
            6'h0b: begin  
                rd = rs - im;
                flags[1] = (rs < im);
            end
            6'h0c: begin  
                im = {16'b0,instruction[15:0]};
                rd = rs & im;
            end
            6'h0d: begin  
                im = {16'b0,instruction[15:0]};
                rd = rs | im;
            end
            6'h0e: begin  
                im = {16'b0,instruction[15:0]};
                rd = rs ^ im;
            end
            6'h23: begin  
                rd = rs + im;
            end
            6'h2b: begin  
                rd = rs + im;
            end
        endcase
    end
end
assign result = rd;
endmodule
$ cat run.sh
#!/bin/bash
# OpenROAD 26Q1-2900-gdf79404cd8, Yosys 0.63+post, stock flow scripts
make -C /OpenROAD-flow-scripts/flow DESIGN_CONFIG=/design/flow/config.mk WORK_HOME=/design/flow/orfs finish
$ cat config.mk
export PLATFORM = sky130hd
export DESIGN_NAME = alu
export DESIGN_NICKNAME = alu
export VERILOG_FILES = /design/flow/design.v
export SDC_FILE = /design/flow/constraint.sdc
export NUM_CORES = 4
export LEC_CHECK = 1
export CORE_UTILIZATION = 50
$ cat constraint.sdc
current_design alu

set clk_period 25.2
set clk_io_pct 0.2

create_clock -name clk0 -period $clk_period

set non_clock_inputs [all_inputs -no_clocks]
set_input_delay [expr $clk_period * $clk_io_pct] -clock clk0 $non_clock_inputs
set_output_delay [expr $clk_period * $clk_io_pct] -clock clk0 [all_outputs]
==> impl_metrics.py <==
# Flow results
metrics = {
    "synthesis": {
        "synth_area_per_cell_sq_um": 6.46,
        "ys_cells": 2896,
        "area_leaders": "mux2i_1 (9.7%), ha_1 (9.2%), a21oi_1 (7.1%)",
        "ys_chip_area_sq_um": 18700,
        "yosys_warnings": 1,
        "flop_cell": "dlxtn_1",
        "async_flop_share_pct": 0,
        "syn-instance-count": 2896,
        "yosysTopAreaCell": "mux2i_1",
        "edf_count": 0,
        "top_cell_area_share_pct": 9.73,
        "ys_types": 104,
        "netlist_area_sq_um": 18700,
        "synth_flops": 32,
    },
    "placement": {
        "dpl_worst_slack_ns": 9.10,
        "gp_congestion": 1.23,
        "port_buffers": 126,
        "place_inst": 3346,
        "dp_hpwl_um": 80400,
    },
    "critical_path": {
        "path_buffers": 5,
        "worstSetupPathType": "primary input to output pin",
        "required_ns": 20.16,
        "crit_chain": "clkdlybuf4s50_1 > or3_2 > buf_4 > nor2_2 > buf_4 > o21ai_0 > ha_1 > inv_1 > nor2_1 > o21ai_0 > nand2b_1 > a2111oi_0 > a31oi_1 > and4_1 > o31ai_1 > a21oi_2 > mux2i_1 > o211ai_1 > clkdlybuf4s50_1",
        "crit_path_max_incr_delay_ns": 0.73,
        "cpMaxStageDelayCell": "or3_2",
        "worst_ep_arrival_time_ns": 11.23,
        "worst_setup_path_end_kind": "output pin",
        "critical_path.top_delay_family": "buffers and inverters",
        "critPathMaxFanout": 50,
        "startpoint_type": "primary input",
    },
    "detailed_routing": {
        "postRouteAntennaNets": 0,
        "vias": 25000,
        "viasPerCell": 7.47,
        "firstDrtPassIters": 12,
        "route.detailed.drc": 0,
        "wl_per_cell_um": 31.0,
        "drt_iter0_markers": 3803,
        "drt_wl_total_um": 104000,
    },
    "finish": {
        "largest_reg_flops": 32,
        "final_cell_mix": "nor2_1 (329), a21oi_1 (266), nand2_1 (252), mux2i_1 (182), o21ai_0 (176)",
        "lay_top_count": "nor2_1",
        "syn_to_final_growth_pct": 8.07,
        "fin_cells": 3351,
        "drive_above_1_share_pct": 7.09,
    },
    "timing": {
        "fin_tns_setup_ns": 0,
        "untimed_endpoints": 64,
        "fin_crit_sh_pct": 64.6,
        "setup_ws_ns": 8.93,
        "drv_slew": 0,
        "slew_headroom_pct": 14.8,
        "tightest_slew_ns": 1.28,
        "hold_violations": 0,
        "setup_viol_count_final": 0,
        "fmax_mhz": 61.5,
        "unclocked_pins": 32,
        "rsz0062_at_grt": "false",
        "layout_min_cycle_time_ns": 16.27,
    },
    "global_routing": {
        "track_usage_pct": 53.6,
        "grt_max_degree": 59,
        "grt_overflow": 0,
        "grt_pass1_wl_um": 149000,
        "antenna_found_initial": 10,
        "grt_pass1_vias": 22000,
    },
    "die": {
        "die_width_um": 195,
        "boundaryPins": 131,
        "rows": 70,
        "core_sq_um": 36700,
        "die-area_sq_um": 38200,
        "fp_util_pct": 51.0,
        "die_h_um": 195,
    },
    "flow_run": {
        "drv_cap": 0,
        "warnings": 109,
    },
    "power_and_ir_drop": {
        "p_leak_uw": 0.00826,
        "power_uw": 540,
        "p_switching_uw": 343,
        "p_int_uw": 197,
        "switching_share_pct": 63.5,
        "p_per_area_nw_per_um2": 26.7,
        "ir_worst_vdd_v": 0.0000226,
    },
    "hold_path": {
        "hp-class": "primary input to output pin",
    },
    "clocking": {
        "cts_setup_buffers": 0,
        "cts_resized": 0,
        "cts_hold_buf": 0,
    },
    "run_status": {
        "status": "finished, final reports clean",
    },
}
==> layout make-up <==
cell class,count,area [sq um]
antenna,5,12.5
fill,3538,16500
inverter,133,499
multi-input combinational,2509,16800
sequential,32,480
tap,468,586
timing repair buffer,204,1840
==> routing by layer <==
metal / vias up / global-route usage [%] / wire length, um
met5: - / 0.894 / 100
met4: 12 / 38.6 / 9840
met3: 513 / 21.1 / 17300
met2: 2264 / 71.3 / 38700
met1: 11400 / 69.7 / 37900
li1: 10900 / - / -
==> worst min-delay path, cell delays in order <==
cell             delay (ns)
clkdlybuf4s50_1        0.65
nor4b_1                0.10
clkdlybuf4s50_1        0.41
==> stage by stage <==
step                      utilization [%]  hold WS, ns  area, sq um
after floorplan                         -        10.09        18700
after global placement               55.1        11.24        20200
after detailed placement             55.1        11.23        20200
after CTS                            55.1        11.24        20200
after global routing                 55.1        11.30        20200
final                                55.1        11.24        20200
==> synthesized netlist by cell type (15+ instances only) <==
library cell and count:
xor2_1 22, nand2_1 252, o21a_1 19, o22ai_1 26, nor3_1 117, inv_1 131, a2111oi_0 15, dlxtn_1 32
buf_1 18, o21ai_1 16, a211oi_1 67, mux2_2 29, a21o_1 53, o21bai_1 23, a21oi_1 267, and3_1 15
nor2_1 334, xnor2_1 75, buf_2 56, nand4_1 27, o31ai_1 30, or3_1 21, nand3_1 75, nand2b_1 24
a22oi_1 24, o211ai_1 47, nor4_1 32, ha_1 138, a31oi_1 58, mux2i_1 182, clkbuf_1 127, a221oi_1 32
o221ai_1 33, o21ai_0 176
==> power by group through the flow <==
stage         combinational (uW)  clock (uW)  sequential, uW
global route                 541           0            19.8
CTS                          492           0            19.1
==> final timing paths <==
check | startpoint | end | slack [ns] | cells past startpoint
min | instruction[29] | flags[2] | 11.24 | 3
max | instruction[22] | flags[1] | 8.93 | 19
==> logic make-up (layout without fill, tap and decap cells) <==
group	Yosys count	after routing	synth area share, %
other	0	5	0
and+or+nand+nor	983	983	24.3
buffers and inverters	355	337	8.07
xor gates and xnor gates	98	98	4.63
muxes	215	215	11.7
AOI/OAI and AO/OA	1072	1072	39.2
latches	32	32	2.57
adders and majority gates	141	141	9.54
Power figures rest on the tool's default switching activity, not on a simulated workload.
