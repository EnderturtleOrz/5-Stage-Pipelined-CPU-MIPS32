**/design/flow/design.v**
```verilog
module RegsiterFile(
    input CLK,
    input[4:0] A1,
    input[4:0] A2,
    input[4:0] A3,
    input WE3,
    input[31:0] WD3,
    output reg[31:0] RD1,
    output reg[31:0] RD2
);
integer i;
reg[31:0] RegFile[1:31];  
initial begin
    for (i = 1; i < 32; i++)
        RegFile[i] = 32'b0;
end
always @(negedge CLK)
begin
    if (WE3 && A3!=5'b0) RegFile[A3] <= WD3;
end
always @(*)
begin
    if (A1 == 4'b0) RD1 = 32'b0;
    else RD1 = RegFile[A1];
    if (A2 == 4'b0) RD2 = 32'b0;
    else RD2 = RegFile[A2];   
end
endmodule
```
**/design/flow/run.sh**
```bash
#!/bin/bash
# OpenROAD 26Q1-2900-gdf79404cd8, Yosys 0.63+post, stock flow scripts
make -C /OpenROAD-flow-scripts/flow DESIGN_CONFIG=/design/flow/config.mk WORK_HOME=/design/flow/orfs finish
```
**/design/flow/config.mk**
```make
export PLATFORM = sky130hd
export DESIGN_NAME = RegsiterFile
export DESIGN_NICKNAME = RegsiterFile
export VERILOG_FILES = /design/flow/design.v
export SDC_FILE = /design/flow/constraint.sdc
export NUM_CORES = 4
export LEC_CHECK = 1
export CORE_UTILIZATION = 30
```
**/design/flow/constraint.sdc**
```tcl
current_design RegsiterFile

set clk_period 6.8
set clk_io_pct 0.2

create_clock -name clk0 -period $clk_period [get_ports {CLK}]

set non_clock_inputs [all_inputs -no_clocks]
set_input_delay [expr $clk_period * $clk_io_pct] -clock clk0 $non_clock_inputs
set_output_delay [expr $clk_period * $clk_io_pct] -clock clk0 [all_outputs]
```
==> run notes <==
Results of the run.

The run finished, with violations left. The checks that failed: negative setup slack. The number of standard-cell rows in the floorplan is 143.

Hold analysis lists the worst path endpoint as RD1[3]. The remaining global-route overflow is 0. The sequential cell fraction of total power is 0.423.

The synthesis report gives the async set-or-reset register share as 0. The critical path goes through buf_4 -> mux4_2 -> mux4_2 -> nand2_2 -> nand3_4 -> buf_2. The flip-flop count of the largest register, all copies and words added is 992. The required time of the critical path is 5.44 ns. The TritonCTS clock tree is built.

The yosys stat chip area is 0.0462 mm². Setup repair after global routing could not meet its margin everywhere. Note, the detailed placer reported a final HPWL of 95.9 mm.

For reference, the final report shows the hold violation count at 0. The slew at the pin closest to its max-slew limit is 1.13 ns. The gate-level netlist out of Yosys references 43 unique cell types.

The post-synthesis to final-layout area growth is 29.4%. The max-cap violation count is 0. Per the Yosys statistics, synthesis produced 2718 cells. After layout, the worst setup slack is -0.449 ns.

STA puts the critical path data arrival time at 5.89 ns. On met1, the global router reports a usage of 0.220. The worst hold path class is in -> out. The most critical hold endpoint after final layout shows a slack of 3.43 ns.

The number of antenna violations at the first check in global routing is 3. The average cell area after synthesis is 17.0 µm². The internal power consumption is 11.6 mW. The fraction of layout instances using a drive strength above 1 is 0.231. The first detailed-routing pass took 5 iterations. The placed standard-cell area is 0.0515 mm². The root buffer cell chosen for the clock tree is sky130_fd_sc_hd__clkbuf_16. Summing all flip-flop and latch instances after layout gives 0.0298 mm².

The power density relative to cell area is 273 mW/mm². The largest net degree at the start of global routing is 77. The peak fanout along the critical path is 2. Warnings reported by Yosys during synthesis add up to 1. The critical path endpoint category is a primary output. The area of all placed cells without fillers is 0.0597 mm².

The standard cell with the maximum stage delay on the critical path is sky130_fd_sc_hd__mux4_2. The area of the core region is 0.152 mm². The share of the core area taken by cells at floorplan is 0.303.

The final tally of max-slew violations is 0. Per the OpenROAD floorplan log, the width of the die is 394 µm. The switching portion of total power comes to 0.286.

The via count of the first global-routing pass is 36000. The worst slew margin relative to its limit is 0.244. Per the synth log, the flip-flop and latch total comes to 992.

Input and output buffers added on the ports amount to 112. The critical path class is reg -> out. On met3, the global router reports a usage of 0.208. The power report attributes to the clock group a share of 0.494. The report puts the hold buffer count at CTS at 0. The routing usage on met2 is 0.305.

Counting the buffers created by CTS gives 103. The detail route stage leaves a number of antenna-violating nets equal to 0. Per the log, the first TritonRoute iteration ended with a DRC count of 2125. The detailed router reported a total wirelength of 160 mm. The combined area of the multi-input logic cells is 0.0165 mm². The registers reported with the highest flop counts are RegFile: 992 flops. The maximum buffer depth of the clock tree is 3. The chip occupies 0.155 mm². The count of buffer and inverter cells on the critical path is 2. The maximum single-stage delay on the critical path is 0.47 ns. In this design, the critical path's most frequently occurring cell is sky130_fd_sc_hd__mux4_2. The worst setup path is launched from a flip-flop.

Per the post-CTS timing run, clock transition at the registers of the reported paths is 0.03 ns. The routed design shows a wire length per standard cell of 26.4 µm. The H-tree was split into 3 levels. After its last routability iteration, the placer logged a weighted congestion of 0.901.

Ranked by flip-flop count, first place goes to RegFile. The maximum vdd ir drop is 0.182 mV. In the final report, the number of endpoints failing setup comes to 63. The most instantiated flip-flop cell in the synthesis netlist is sky130_fd_sc_hd__edfxtp_1. The most common logic cells in the final layout are 1010 x sky130_fd_sc_hd__inv_1, 992 x sky130_fd_sc_hd__edfxtp_1, 505 x sky130_fd_sc_hd__mux2i_1. For the worst min-delay path, the startpoint reported by OpenROAD is A1[3]. The kind of cell with the highest combined delay along the critical path is multiplexers. The leakage component of the power was reported as 23.9 nW. The busiest metal layer after global routing is met2.

The floorplan report gives the top-level pin count as 113. Yosys mapped a number of flops with a built-in enable equal to 992. The number of sinks on the clock net is 992. The detailed router placed 32200 vias in this run. The number of filler cells placed in the layout is 13700. Summing over the stages, the warning tally comes to 1020. According to the floorplan report, the die height is 394 µm.

After technology mapping, the gate count stands at 2718. The total net switching power is 4.66 mW. The number of remaining DRC errors is 0. Per Yosys stat, the portion of area used by sequential elements is 0.645. The post-detailed-route via-to-cell ratio is 5.29. The synthesized area is 0.0462 mm². The share of total power dissipated in combinational logic is 0.083. The first global-routing pass estimated 229 mm of wire.

The worst hold path was traced through 4 stages. The most common library cell in the layout ignoring fill and taps is sky130_fd_sc_hd__inv_1. The global routing report lists combined usage of all routing layers as 0.220.
[worst max-delay path by stage]
stage,from,endpoint,slack (ns),cells past startpoint
CTS,RegFile[24][0]$_DFFE_NP_,RD2[0],-0.49,6
global route,RegFile[31][21]$_DFFE_NP_,RD1[21],-0.54,5
finish,RegFile[24][0]$_DFFE_NP_,RD2[0],-0.45,6
[area by class of cell]
type / instances / area share
Sequential cell: 992 / 0.499
Clock inverter: 1071 / 0.0763
Tap cell: 2030 / 0.0425
Inverter: 1 / 0.0000629
Timing Repair Buffer: 374 / 0.0620
Antenna cell: 1 / 0.0000419
Multi-Input combinational cell: 1506 / 0.276
Clock buffer: 106 / 0.0444
[Yosys cell counts, types with 3 or more instances]
| cell | instances | share of area |
|---|---|---|
| sky130_fd_sc_hd__o2111ai_1 | 10 | 0.0019 |
| sky130_fd_sc_hd__buf_1 | 6 | 0.00049 |
| sky130_fd_sc_hd__mux2_2 | 26 | 0.0063 |
| sky130_fd_sc_hd__and3_1 | 10 | 0.0014 |
| sky130_fd_sc_hd__o2bb2ai_1 | 31 | 0.0059 |
| sky130_fd_sc_hd__a211oi_1 | 20 | 0.0033 |
| sky130_fd_sc_hd__mux4_2 | 227 | 0.11 |
| sky130_fd_sc_hd__edfxtp_1 | 992 | 0.65 |
| sky130_fd_sc_hd__a221oi_2 | 10 | 0.0033 |
| sky130_fd_sc_hd__a221oi_1 | 13 | 0.0025 |
| sky130_fd_sc_hd__nand2b_1 | 11 | 0.0015 |
| sky130_fd_sc_hd__buf_6 | 13 | 0.0032 |
| sky130_fd_sc_hd__or3b_1 | 3 | 0.00057 |
| sky130_fd_sc_hd__nand3b_1 | 8 | 0.0013 |
| sky130_fd_sc_hd__nor2_1 | 132 | 0.011 |
| sky130_fd_sc_hd__nand4_1 | 32 | 0.0043 |
| sky130_fd_sc_hd__a22oi_1 | 206 | 0.034 |
| sky130_fd_sc_hd__a31oi_1 | 10 | 0.0014 |
| sky130_fd_sc_hd__o221ai_1 | 22 | 0.0042 |
| sky130_fd_sc_hd__mux2i_1 | 505 | 0.11 |
| sky130_fd_sc_hd__nor2b_1 | 11 | 0.0015 |
| sky130_fd_sc_hd__nor4_1 | 23 | 0.0031 |
| sky130_fd_sc_hd__nand3_1 | 69 | 0.0075 |
| sky130_fd_sc_hd__a21oi_1 | 44 | 0.0048 |
| sky130_fd_sc_hd__clkbuf_1 | 80 | 0.0065 |
| sky130_fd_sc_hd__o22ai_1 | 42 | 0.0057 |
| sky130_fd_sc_hd__buf_4 | 34 | 0.0055 |
| sky130_fd_sc_hd__nand2_1 | 24 | 0.0020 |
| sky130_fd_sc_hd__and2_0 | 3 | 0.00041 |
| sky130_fd_sc_hd__buf_2 | 84 | 0.0091 |
[layer usage]
metal	part of all wire	wire length (µm)
met1	0.32	51000
met2	0.45	72000
met3	0.19	30900
met4	0.036	5710
met5	0.0052	831
[per-stage QoR]
| step | cells | worst slack (ns) | util | total power, mW | TNS, ns |
|---|---|---|---|---|---|
| floorplan | 2718 | -0.380 | - | 8.48 | -130.89 |
| global placement | 4860 | -0.172 | 0.339 | 9.12 | -0.774 |
| detailed placement | 4860 | -0.161 | 0.339 | 9.12 | -0.961 |
| CTS | 6062 | -0.487 | 0.390 | 16.5 | -15.14 |
| global route | 6081 | -0.543 | 0.392 | 17.2 | -18.23 |
| finish | 6081 | -0.449 | 0.392 | 16.3 | -12.48 |
[logic make-up (layout without fill, tap and decap cells)]
logic type | count (synthesis) | after routing | share of synthesized area
mux | 758 | 758 | 0.227
buf+inv | 220 | 1552 | 0.0251
other cells | 0 | 1 | 0
simple gates | 337 | 337 | 0.0361
flops | 992 | 992 | 0.645
compound gates | 411 | 411 | 0.0669
[power groups by stage]
stage | Clock [mW] | Sequential (mW) | Combinational, mW
4_1_cts | 8.26 | 6.89 | 1.33
5_1_grt | 8.92 | 6.88 | 1.43
6_report | 8.04 | 6.89 | 1.35
[timing repair]
item | 4_1_cts | 5_1_grt
buffers inserted | 31 | 20
resized | 351 | 25
pin swaps | 114 | 59
hold endpoints to repair | 0 | 0
endpoints found under the setup margin | 64 | 64
[worst min-delay path, delay by kind of cell]
family	cells	cell delay [ns]
buffers and inverters	2	0.37
AND-OR/OR-AND	2	0.29
Power figures rest on the tool's default switching activity, not on a simulated workload.
