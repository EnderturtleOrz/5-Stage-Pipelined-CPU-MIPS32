==> flow/design.v <==
module PipelineEXE (
    input CLK,
    input EnableE,
    input RstE,
    input wire RegWriteD,
    input wire MemtoRegD,
    input wire MemWriteD,
    input wire LoadD,
    input wire[3:0] ALUControlD,
    input wire[1:0] ALUSrcAD,
    input wire[1:0] ALUSrcBD,
    input wire[1:0] RegDstD,
    input wire[31:0] RD1_Fwd,
    input wire[31:0] RD2_Fwd,
    input wire[4:0] RtD,
    input wire[4:0] RdD,
    input wire[31:0] SignImmD,
    input wire[31:0] SAD,
    input wire[31:0] PCPlus4D,
    input wire StopD,
    input wire FwdM,
    output reg RegWriteE,
    output reg MemtoRegE,
    output reg MemWriteE,
    output reg LoadE,
    output reg[3:0] ALUControlE,
    output reg[1:0] ALUSrcAE,
    output reg[1:0] ALUSrcBE,
    output reg[1:0] RegDstE,
    output reg[31:0] RD1E,
    output reg[31:0] RD2E,
    output reg[4:0] RtE,
    output reg[4:0] RdE,
    output reg[31:0] SignImmE,
    output reg[31:0] SAE,
    output reg[31:0] PCPlus4E,
    output reg FwdME,
    output reg StopE
);
initial begin
    RegWriteE   = 0;
    MemtoRegE   = 0;
    MemWriteE   = 0;
    LoadE       = 0;
    ALUControlE = 4'b0;
    ALUSrcAE    = 2'b0;
    ALUSrcBE    = 2'b0;
    RegDstE     = 2'b0;
    RD1E        = 32'b0;
    RD2E        = 32'b0;
    RtE         = 5'b0;
    RdE         = 5'b0;
    SignImmE    = 32'b0;
    SAE         = 32'b0;
    PCPlus4E    = 32'b0;
    FwdME       = 2'b0;
    StopE       = 0;    
end
always @(posedge CLK) begin
    StopE       <= StopD;
    if (RstE) begin
        RegWriteE   <= 0;
        MemtoRegE   <= 0;
        MemWriteE   <= 0;
        LoadE       <= 0;
        ALUControlE <= 4'b0;
        ALUSrcAE    <= 2'b0;
        ALUSrcBE    <= 2'b0;
        RegDstE     <= 2'b0;
        RD1E        <= 32'b0;
        RD2E        <= 32'b0;
        RtE         <= 5'b0;
        RdE         <= 5'b0;
        SignImmE    <= 32'b0;
        SAE         <= 32'b0;
        PCPlus4E    <= 32'b0;
        FwdME       <= 2'b0;
    end
    else if (EnableE) begin
        RegWriteE   <= RegWriteD;
        MemtoRegE   <= MemtoRegD;
        MemWriteE   <= MemWriteD;
        LoadE       <= LoadD;
        ALUControlE <= ALUControlD;
        ALUSrcAE    <= ALUSrcAD;
        ALUSrcBE    <= ALUSrcBD;
        RegDstE     <= RegDstD;
        RD1E        <= RD1_Fwd;
        RD2E        <= RD2_Fwd;
        RtE         <= RtD;
        RdE         <= RdD;
        SignImmE    <= SignImmD;
        SAE         <= SAD;
        PCPlus4E    <= PCPlus4D;
        FwdME       <= FwdM;
        StopE       <= StopD;
    end
end
endmodule
==> flow/run.sh <==
#!/bin/bash
# OpenROAD 26Q1-2900-gdf79404cd8, Yosys 0.63+post, stock flow scripts
make -C /OpenROAD-flow-scripts/flow DESIGN_CONFIG=/design/flow/config.mk WORK_HOME=/design/flow/orfs finish
==> flow/config.mk <==
export PLATFORM = sky130hd
export DESIGN_NAME = PipelineEXE
export DESIGN_NICKNAME = PipelineEXE
export VERILOG_FILES = /design/flow/design.v
export SDC_FILE = /design/flow/constraint.sdc
export NUM_CORES = 4
export LEC_CHECK = 1
export CORE_AREA = 10 10 204 204
export DIE_AREA = 0 0 214 214
==> flow/constraint.sdc <==
current_design PipelineEXE

set clk_period 1.0
set clk_io_pct 0.2

create_clock -name clk0 -period $clk_period [get_ports {CLK}]

set non_clock_inputs [all_inputs -no_clocks]
set_input_delay [expr $clk_period * $clk_io_pct] -clock clk0 $non_clock_inputs
set_output_delay [expr $clk_period * $clk_io_pct] -clock clk0 [all_outputs]
==> results.tsv <==
metric	value	unit
CP max FO	2	
placed wire-length estimate	17.8	mm
Synth top area share	56.0	%
chip height	214	um
Fillers	3854	
DR WL/cell	15.5	um
Hold Path Depth	2	
Max Cap Violations	0	
Tool Warnings	27	
CP Launch Type	flop	
Setup Skew	0	ns
largest area contributor in the netlist	dfxtp_1	
Hold Path Class	in2reg	
worst hold start	RstE	
Worst-Skew Late Latency	0.43	ns
violation count after the first detailed-routing iteration	256	
Sw Share	25.6	%
LEAKAGE	5.23	nW
CP Capture Type	primary output	
Largest delay share family, worst path	flip-flops	
Routed Antenna Nets	0	
Net Sw Power	4.41	mW
status	finished, violations left	
total congestion overflow	0	
pin count of the biggest net entering global routing	34	
Max H-tree Level	4	
Slew Limit Fails	0	
Worst R2R End	SAE[7]	
GR Layer Usage met2	16.6	%
final worst path period share	109	%
Flops after synth	186	
clk root buf	clkbuf_16	
core area	37400	um2
Final Hold Violation Tally	0	
WL final	23.4	mm
initial antenna violation count	0	
FF-to-FF Start	SAE[7]	
met1 Usage GRT	12.3	%
CTS tree	built	
CP max-delay cell	dfxtp_2	
Yosys warning count	1	
GRT Util Overall	9.85	%
Crit Path Class	reg2out	
largest vdd supply drop	0.00114	V
final worst setup slack	-0.0910	ns
top cells by area	dfxtp_1 56%, mux2i_1 28%, nor2_1 10%	
Seq pwr share	47.3	%
Crit path largest cell delay	0.35	ns
reg2reg setup slack	0.16	ns
Worst EP required	0.80	ns
CTS max path bufs	2	
Most Crowded Layer GR	met2	
GR Util met3	3.52	%
vias in the first global route	5351	
IO Count	375	
RD Place Congestion	0.792	
RSZ-0062 raised after global routing	true	
Min Hold Slack	0.0849	ns
YS chip area	6650	um2
# diodes	0	
DIE WIDTH	214	um
setup violators final	186	
Mapped Cells	598	
dominant logic cell type in the layout	clkdlybuf4s50_1	
Detailed Routing Iterations Pass 1	4	
Rel. slew slack	80.4	%
failing checks	setup timing	
Area Overhead vs Synth	67.0	%
Post-synth seq share	56.0	%
Slew @ Worst Pin	0.295	ns
Comb pwr share	13.9	%
Non-Filler Instances	1507	
ys cells	598	
chip area	45800	um2
CTS sink cnt	186	
row cnt	71	
Min-Delay Endpoint	RdE[3]	
clock period minus worst slack	1.09	ns
post-synthesis cell area	6650	um2
Syn Area/Cell	11.1	um2
placed cell count	1468	
Unique cell types	9	
number of buffers and inverters on the critical path	1	
worst path arrival time	0.89	ns
critical path cell sequence	buf_6	
hold-fix buffers at CTS	0	
Reg clk slew, reported paths	0.08	ns
layout cells sized above 1	43.9	%
Clock power frac	38.8	%
Num CTS Buffers	17	
Via Count	5441	
internal power	12.8	mW
Residual DRC	0	
first-pass GRT wire length	34.9	mm
port bufs	374	
fmax	917	MHz
PwrDens	1550	nW/um2
Vias/cell	3.61	
fp_density	17.8	%
top logic cells by instance count in the layout	186 x clkdlybuf4s50_1, 185 x dfxtp_2, 185 x mux2i_1, 185 x nor2_1, 150 x buf_2	
worst r2r path cells	4	
[area by class of cell]
class	count	area, um2	area share (%)
sequential	186	3960	35.6
timing repair buffer	408	3410	30.7
multi-input combinational	370	2550	22.9
tap	511	639	5.76
clock buffer	19	433	3.90
clock inverter	13	124	1.11
[through the flow]
stage	setup slack, ns	power [mW]	instance area (um2)	utilization (%)	setup TNS, ns
floorplan	0.0224	9.07	6650	-	0
global placement	-0.132	10.9	11000	29.3	-13.96
detailed placement	-0.124	11.0	11000	29.3	-14.83
CTS	-0.160	17.6	11000	29.5	-20.87
global route	-0.168	18.1	11100	29.7	-22.75
finish	-0.0910	17.2	11100	29.7	-12.85
[logic make-up (layout without fill, tap and decap cells)]
family                 count (synthesis)  count (layout)  synth area share, %
muxes                                185             185                 27.8
and+or+nand+nor                      185             185                 10.4
DFF                                  186             186                 56.0
buffers and inverters                 42             440                 5.77
[power groups by stage]
stage     Combinational, mW  Clock [mW]  Sequential [mW]
4_1_cts                2.41        7.02             8.14
5_1_grt                2.62        7.26             8.20
6_report               2.39        6.68             8.14
[routing by layer]
metal / wire length [um] / part of all wire [%]
met1: 9760 / 42
met4: 264 / 1.1
met3: 1680 / 7.2
met2: 11700 / 50
met5: 0 / 0
[Yosys cell counts]
| library cell | number |
|---|---|
| buf_4 | 4 |
| clkbuf_1 | 4 |
| buf_1 | 5 |
| buf_8 | 16 |
| buf_12 | 1 |
| mux2i_1 | 185 |
| nor2_1 | 185 |
| buf_2 | 12 |
| dfxtp_1 | 186 |
[worst reg2reg max path, delay by kind of cell (launching register included)]
| family | cells | cell delay (ns) |
|---|---|---|
| flip-flops | 1 | 0.33 |
| multiplexers | 1 | 0.12 |
| AND/OR/NAND/NOR | 1 | 0.05 |
| buffers and inverters | 2 | 0.24 |
[how the worst max path moves through the flow]
stage         startpoint  endpoint  slack, ns  depth (start not counted)
finish           RD1E[2]   RD1E[2]      -0.09                          1
global route     RD1E[2]   RD1E[2]      -0.17                          1
CTS              RD1E[2]   RD1E[2]      -0.16                          1
[state kept, by name, indices dropped and copies added (netlist names)]
signal       cells
SignImmE        32
ALUSrcBE         2
SAE             32
ALUSrcAE         2
StopE            1
MemWriteE        1
RtE              5
RegWriteE        1
RdE              5
RD2E            32
PCPlus4E        32
ALUControlE      4
RD1E            32
MemtoRegE        1
RegDstE          2
LoadE            1
FwdME            1
[timing repair]
item / CTS / global route
pin swaps: 0 / 0
buffers inserted: 1 / 6
setup endpoints to repair: 186 / 186
gates resized: 845 / 6
No activity file was given, so power comes from the tool's default toggle rates.
